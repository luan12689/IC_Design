[flow/design.v]
module ex2 (Clock,s2,s1,s0,U,V,W,X,Y,seg7);
parameter DATA_WIDTH = 3;
input   Clock;
input   s2,s1,s0;
input  [DATA_WIDTH-1:0] U;
input  [DATA_WIDTH-1:0] V;
input  [DATA_WIDTH-1:0] W;
input  [DATA_WIDTH-1:0] X;
input  [DATA_WIDTH-1:0] Y;
output           [6:0]  seg7;        
wire [DATA_WIDTH-1:0] A;
wire [DATA_WIDTH-1:0] B;
wire [DATA_WIDTH-1:0] C;
wire [DATA_WIDTH-1:0] D;
reg  [DATA_WIDTH-1:0] Qa;
reg [6:0] seg7;
assign A = (s0 == 0) ? U : V;
assign B = (s0 == 0) ? W : X;
assign C = (s1 == 0) ? A : B;
assign D = (s2 == 0) ? C : Y;
always @(posedge Clock) begin
    Qa <= D;
end
always @(Qa) begin
    case (Qa)
        3'd0: begin
            seg7=8'hC0;
        end
        3'd1: begin
            seg7=8'hF9;
        end
        3'd2: begin
            seg7=8'hA4;
        end
        3'd3: begin
            seg7=8'hB0;
        end
        3'd4: begin
            seg7=8'h99;
        end
        3'd5: begin
            seg7=8'h92;
        end
        3'd6: begin
            seg7=8'h82;
        end
        3'd7: begin
            seg7=8'hF8;
        end
    endcase    
end
endmodule   
[flow/run.sh]
#!/bin/bash
# OpenROAD 26Q1-2900-gdf79404cd8, Yosys 0.63+post, stock flow scripts
make -C /OpenROAD-flow-scripts/flow DESIGN_CONFIG=/design/flow/config.mk WORK_HOME=/design/flow/orfs finish
[flow/config.mk]
export PLATFORM = sky130hd
export DESIGN_NAME = ex2
export DESIGN_NICKNAME = ex2
export VERILOG_FILES = /design/flow/design.v
export SDC_FILE = /design/flow/constraint.sdc
export NUM_CORES = 4
export LEC_CHECK = 1
export CORE_AREA = 10 10 70 70
export DIE_AREA = 0 0 80 80
[flow/constraint.sdc]
current_design ex2

set clk_period 3.1
set clk_io_pct 0.2

create_clock -name clk0 -period $clk_period [get_ports {Clock}]

set non_clock_inputs [all_inputs -no_clocks]
set_input_delay [expr $clk_period * $clk_io_pct] -clock clk0 $non_clock_inputs
set_output_delay [expr $clk_period * $clk_io_pct] -clock clk0 [all_outputs]
==> impl_metrics.csv <==
group,metric,value,unit
run,openroad.warnings,29,
logic_synthesis,synth.comb.largest_family,"multiplexers",
clocking,cts_made_buffers,3,
logic_synthesis,ys_types,12,
power_and_ir_drop,vdd.ir_drop.worst,0.0957,mV
logic_synthesis,synth_top_cell_by_area,"sky130_fd_sc_hd__dfxtp_1",
clocking,postCtsResizedCells,0,
logic_synthesis,netlist_instances,39,
floorplan,die_h,80,µm
logic_synthesis,synth-area-yosys,420,µm²
logic_synthesis,yosys_register_bits,7,
setup_path,start_kind,"primary input",
setup_path,critPathMaxFanout,6,
placement,cell_area_after_placement,717,µm²
clocking,cts.sink_count,7,
logic_synthesis,synth.yosys.warnings,1,
layout,final_layout_top_logic_cells,"25 x sky130_fd_sc_hd__clkdlybuf4s50_1, 8 x sky130_fd_sc_hd__mux2i_1, 7 x sky130_fd_sc_hd__dfxtp_1",
route,route.vias.total,348,
layout,flow.area_growth_from_synthesis,76.8,%
run_status,outcome,"finished, final reports clean",
min_path,min_path_type,"in2reg",
layout,layout.filler_cells,383,
clocking,cts_tree,"yes",
power_and_ir_drop,cellLeakagePower,0.000320,µW
power_and_ir_drop,power_density,372,mW/mm²
placement,place_hpwl,999,µm
route,detail_route.vias_per_cell,3.08,
clocking,post_cts_hold_buffer_count,0,
sta,max_freq,416,MHz
route,routed_wire_length_per_instance,9.35,µm
floorplan,initial_core_util,12.3,%
layout,layout.cells.most_common,"sky130_fd_sc_hd__clkdlybuf4s50_1",
global_routing,first_global_vias,358,
logic_synthesis,total_standard_cell_area_after_synthesis,420,µm²
clocking,clk_buf_depth,2,
route,initialDrtViolationCount,9,
layout,final_instance_area,743,µm²
run,max-cap-violations,0,
sta,finalWorstPathRequiredPeriod,2410,ps
floorplan,die_width,80,µm
route,routed-wl-met3,129,µm
global_routing,grt_overflow,0,
sta,hold_violations,0,
placement,buffer_ports.inserted,25,
layout,drive_above_1_share,10.4,%
setup_path,timing.critical_path.to_type,"flip-flop",
placement,routabilityCongestion,0.709,
sta,transition_at_the_pin_with_the_smallest_max_transition_slack,635,ps
route,drt_first_pass_iters,2,
route,drt_wl_total,1060,µm
logic_synthesis,synth-compound-area-share,9.82,%
logic_synthesis,adder_and_majority_cell_fraction_of_the_synthesized_area,14.9,%
floorplan,floorplan.rows,21,
logic_synthesis,xor_share,0,%
sta,finalSetupTns,0,ps
global_routing,initial_antenna_violation_count,0,
sta,slew_viol_final,0,
sta,worst_rel_slew_slack,57.2,%
setup_path,setup.worst_path.class,"in2reg",
clocking,clk_pin_slew,50,ps
global_routing,wire_length_of_the_first_global_routing_pass,1670,µm
route,insertedDiodeCount,0,
sta,timing.final.setup_violations,0,
route,route.antenna.remaining_nets,0,
logic_synthesis,post_synth_and_or_nand_nor_area_fraction,5.06,%
route,detail_route.drc_violations,0,
logic_synthesis,ys_sh_mux,29.8,%
sta,timing.final.crit_share,77.6,%
route,detailroute.wirelength.met2,543,µm
sta,whs,1150,ps
route,highest_layer,"met4",
logic_synthesis,number_of_cells_in_the_yosys_synthesis_report,39,
setup_path,arrival,2540,ps
logic_synthesis,ys_seq_share,33.3,%
power_and_ir_drop,total_power,276,µW
layout,flip_flop_count_of_the_largest_register_after_layout,7,
floorplan,ioPinCount,26,
route,wirelength_met1,355,µm
global_routing,globalRouteTotalUtil,3.23,%
logic_synthesis,syn_avg_cell_area,10.8,µm²
floorplan,core_area,0.00342,mm²
setup_path,worst-endpoint-required,3230,ps
logic_synthesis,yosys_top_cell_area_share,33.3,%
global_routing,grt_start_max_net_pins,8,
sta,grt_setup_unrepaired,"false",
logic_synthesis,area_leaders,"sky130_fd_sc_hd__dfxtp_1 33%, sky130_fd_sc_hd__mux2i_1 19%, sky130_fd_sc_hd__ha_1 15%",
clocking,ctsRootBufferMaster,"sky130_fd_sc_hd__clkbuf_4",
floorplan,chip_area,0.00640,mm²
clocking,cts.repair_timing.setup_buffer_count,0,
clocking,h-tree-depth,1,
## synth_stat cells
cell and count:
sky130_fd_sc_hd__mux2i_1 8, sky130_fd_sc_hd__dfxtp_1 7, sky130_fd_sc_hd__ha_1 5, sky130_fd_sc_hd__inv_1 5, sky130_fd_sc_hd__a22oi_1 3, sky130_fd_sc_hd__mux2_4 3
sky130_fd_sc_hd__nor2_1 2, sky130_fd_sc_hd__o21ai_0 2, sky130_fd_sc_hd__buf_6 1, sky130_fd_sc_hd__nor2b_1 1, sky130_fd_sc_hd__nor3b_1 1, sky130_fd_sc_hd__o21ai_2 1
## where the power goes
| group | internal, µW | switching [µW] | total [µW] |
|---|---|---|---|
| logic | 63.5 | 26.9 | 90.4 |
| registers | 104 | 3.03 | 107 |
| clock network | 48.9 | 29.9 | 78.8 |
## cell type report
class	count	area (µm²)	share of cell area, %
multi-input combinational	26	250	33.7
timing repair buffer	25	250	33.7
sequential	7	140	18.9
tap	46	57.6	7.74
clock buffer	4	26.3	3.54
inverter	5	18.8	2.53
## routing by layer
layer,track usage (%),up-vias
met5,0,-
met4,1.06,0
met3,1.82,4
met2,5.94,13
met1,2.90,142
li1,-,189
## per-stage QoR
step	std cells	setup WS, ps	util, %
floorplan	39	1140	-
global placement	109	451	21.0
detailed placement	109	418	21.0
CTS	113	677	21.8
global route	113	559	21.8
finish	113	695	21.8
## cells by family (layout without fill, tap and decap cells)
kind of cell / count (synthesis) / in the layout
AND/OR/NAND/NOR: 4 / 4
flip-flops: 7 / 7
adder cells (fa/ha/maj): 5 / 5
multiplexers: 11 / 11
buffers and inverters: 6 / 34
AND-OR/OR-AND: 6 / 6
## final timing paths
| path | startpoint | end | slack (ps) | depth (start not counted) |
|---|---|---|---|---|
| worst max-delay path | s0 | seg7[3] | 690 | 7 |
| worst min-delay path | Y[2] | seg7[1] | 1150 | 3 |
## worst max-delay path, stage by stage
cell and delay, ps:
sky130_fd_sc_hd__clkdlybuf4s50_1 660, sky130_fd_sc_hd__mux2i_1 130, sky130_fd_sc_hd__a22oi_1 190, sky130_fd_sc_hd__o21ai_0 270, sky130_fd_sc_hd__ha_1 370, sky130_fd_sc_hd__inv_1 50, sky130_fd_sc_hd__mux2_4 250
No activity file was given, so power comes from the tool's default toggle rates.
